**flow/run.sh**
```bash
#!/bin/bash
# OpenROAD 26Q1-2900-gdf79404cd8, Yosys 0.63+post, stock flow scripts
make -C /OpenROAD-flow-scripts/flow DESIGN_CONFIG=/design/flow/config.mk WORK_HOME=/design/flow/orfs finish
```
**flow/constraint.sdc**
```tcl
current_design fib

set clk_period 2.0
set clk_io_pct 0.2

create_clock -name clk0 -period $clk_period [get_ports {clk}]

set non_clock_inputs [all_inputs -no_clocks]
set_input_delay [expr $clk_period * $clk_io_pct] -clock clk0 $non_clock_inputs
set_output_delay [expr $clk_period * $clk_io_pct] -clock clk0 [all_outputs]
```
**flow/config.mk**
```make
export PLATFORM = sky130hd
export DESIGN_NAME = fib
export DESIGN_NICKNAME = fib
export VERILOG_FILES = /design/flow/design.v
export SDC_FILE = /design/flow/constraint.sdc
export NUM_CORES = 4
export LEC_CHECK = 1
export CORE_AREA = 10 10 70 70
export DIE_AREA = 0 0 80 80
```
**flow/design.v**
```verilog
module fib (
  input clk,
  input rst,
  input [4:0] size,
  input input_valid,
  output logic valid_out,
  output logic [31:0] fib_out
);
  logic [4:0] counter;
  logic val_in_occur;
  logic [31:0] val_a, val_b;
  assign valid_out = (counter == 5'b00000 & val_in_occur);
  always @(posedge clk) begin
    if (rst || valid_out) begin
      counter <= 5'b00000;
      val_in_occur <= 1'b0;
    end else if (input_valid) begin
      counter <= size;
      val_in_occur <= 1'b1;
    end else begin
      counter <= counter - 1;
    end
  end
  always @(posedge clk) begin
    if (rst) begin
      val_a <= 0;
      val_b <= 0;
    end else begin
      val_b <= val_a + val_b;
      val_a <= val_b;
  end
end
endmodule
```
==> run summary <==
Synth warnings -> 33
crit-path cells -> inv_2 -> ha_4 -> nor3b_4 -> and3_4 -> dlymetal6s2s_1
Core Util, Final -> 18.1%
post-layout period usage -> 80.7%
OpenROAD warnings -> 25
sequential share of power -> 40.4%
prevailing post-synth register cell -> dfxtp_1
# diodes -> 0
leak pwr -> 0.323 nW
GRT Util Overall -> 3.27%
WS Path Type -> flip-flop to output pin
Achievable Freq -> 0.620 GHz
max cap viols -> 0
Netlist cell types -> 18
Fillers -> 398
most numerous logic cell after layout -> conb_1
Latency at later pin -> 250 ps
Post-Synthesis Cells -> 66
pwr dens -> 591 mW/mm²
Combinational Power Share -> 28.7%
largest net degree at the start of global routing -> 11
layout cells sized above 1 -> 17.9%
initial antenna violation count -> 0
Root Driver -> clkbuf_4
crit-path max FO -> 2
CP Capture Type -> output pin
Period minus WS final -> 1610 ps
CP max stage cell -> dfxtp_2
P&R area growth vs syn -> 14.1%
worst hold path type -> flip-flop to flip-flop
count of library flops with an enable pin -> 0
Post-synth regs -> 6
worst hold path depth -> 2
Mapped Area -> 543 µm²
reg2reg setup slack -> 760 ps
Worst Path Required -> 1600 ps
port bufs -> 8
DP HPWL -> 913 µm
global-route wire length before repair -> 1.68 mm
Worst-path clk slew -> 50 ps
ys async rst share -> 0%
chip height -> 80 µm
CTS tree -> done
Rows -> 21
Net Sw Power -> 0.101 mW
maximum VDD drop -> 0.151 mV
most numerous logic cells after layout -> conb_1 (32), nor2_1 (7), clkdlybuf4s50_1 (7), dfxtp_1 (4)
fp util -> 15.9%
vias -> 342
CP peak stage delay -> 320 ps
# H-tree levels -> 1
total CTS buffers -> 3
Hold-fix buffers, CTS -> 0
clock share of power -> 30.9%
Yosys Instances -> 66
critical path depth -> 5
drt pass-1 iters -> 3
Fin Setup TNS -> 0 ps
reg2reg path depth -> 6
WL final -> 1.15 mm
GP Congestion -> 0.712
run status -> finished clean
die width -> 80 µm
drt wl/cell -> 9.24 µm
final hold violations -> 0
DRT iter0 DRCs -> 12
Core Region -> 0.00342 mm²
Data arrival, critical path -> 1210 ps
vias in the first global route -> 388
post-route cell area -> 619 µm²
drt via density -> 2.76
CP startpoint kind -> flip-flop
Final ANT Viol Nets -> 0
P_int -> 0.265 mW
critical path's top delay family -> simple AND/OR/NAND/NOR gates
clk buf depth -> 2
final setup fails -> 0
CTS sink count -> 6
Ports -> 41
Sw Ratio -> 27.6%
Seq share, synth -> 22.1%
GRT Residual Overflow -> 0
worst path bufs/invs -> 2
Max Slew Vio Count -> 0
Max Clock Skew -> 1.52 ps
placed cell areas -> 553 µm²
DR DRC count -> 0
Avg Synthesized Cell Area -> 8.23 µm²
die area -> 0.00640 mm²
RSZ-0062 raised after global routing -> false
synthesis area per yosys -> 543 µm²
## what timing repair did
item                                   CTS  global route
resized                                  7             1
pin swaps                                2             2
buffers inserted                         2             1
setup endpoints to repair                1             1
endpoints found under the hold margin    0             0
## worst reg2reg max path, stage by stage (launching register included)
cell and delay [ps]:
dfxtp_2 330, inv_2 40, ha_4 150, nor3b_4 140
buf_4 140, a31o_2 270, nor2_1 100
## sequential cells by signal (all words and copies together), names as in the netlist
| signal | count |
|---|---|
| counter | 5 |
| val_in_occur | 1 |
## synthesized netlist by cell type (all sizes together), types with 2 or more instances
cell type   n  area (µm²)
buf        32         240
nor2        7        26.3
dfxtp       6         120
inv         3        11.3
a21oi       2        10.0
nand2b      2        12.5
o211a       2        20.0
xor2        2        17.5
## layer usage
| layer | global-route usage (%) | routed length, µm |
|---|---|---|
| met2 | 3.53 | 406 |
| met4 | 0.352 | 8 |
| met3 | 2.84 | 140 |
| met1 | 4.67 | 591 |
| met5 | 0 | 0 |
## power by group through the flow
stage / Sequential, mW / Clock, mW / Combinational, mW
after CTS: 0.147 / 0.117 / 0.104
after global routing: 0.150 / 0.127 / 0.121
final: 0.148 / 0.113 / 0.105
## area by class of cell
type	instances	area [µm²]	area share, %
clock buffers	3	22.5	3.64
inverters	3	11.3	1.82
multi-input cells	55	300	48.5
flip-flops and latches	6	123	19.8
well taps	46	57.6	9.29
repair buffers	11	105	17.0
## path summary, 6_finish.rpt
| kind | start | to |
|---|---|---|
| worst max register to register | counter[0]$_SDFF_PP0_ | counter[1]$_SDFF_PP0_ |
| worst min register to register | val_in_occur$_SDFFE_PP0P_ | val_in_occur$_SDFFE_PP0P_ |
| worst max-delay path | counter[0]$_SDFF_PP0_ | valid_out |
| worst min-delay path | val_in_occur$_SDFFE_PP0P_ | val_in_occur$_SDFFE_PP0P_ |
## kinds of logic after synthesis
family                     Yosys count  share of synthesized area, %
xor gates and xnor gates             3                          4.84
and+or+nand+nor                     12                          12.9
muxes                                1                          1.84
other                                1                         0.691
AOI/OAI and AO/OA                    6                          8.30
buffers and inverters               36                          47.0
adders and majority gates            1                          2.30
DFF                                  6                          22.1
## through the flow
step           hold slack, ps  setup WS (ps)  std cells  power, mW
2_1_floorplan             477            686         97      0.248
3_3_place_gp              501            144        118      0.235
3_5_place_dp              509            136        118      0.236
4_1_cts                   532           5.97        123      0.369
5_1_grt                   615            301        124      0.398
6_report                  539            386        124      0.366
Power and IR drop assume default switching activity.
