==> flow/design.v <==
module synchronous_fifo #(
  parameter ASIZE = 16,
  parameter DSIZE = 8,
  parameter ABITS = $clog2(ASIZE)
) (
  input clk, rstn,
  input wr_en, rd_en,
  input [DSIZE-1:0] din,
  output full, empty,
  output [DSIZE-1:0] dout
);
  logic [DSIZE-1:0] mem [ASIZE-1:0];
  logic [ABITS:0] wr_ptr, rd_ptr;
  assign full = ({~wr_ptr[ABITS], wr_ptr[ABITS-1:0]} == rd_ptr);
  assign empty = (wr_ptr == rd_ptr);
  always @(posedge clk) begin
    if (rstn) begin
      wr_ptr <= {ABITS{1'b0}};
      rd_ptr <= {ABITS{1'b0}};
    end else begin
      if (!full & wr_en) begin
        mem[wr_ptr] <= din;
        wr_ptr <= wr_ptr + 1;
      end
      if (!empty & rd_en) begin
        dout <= mem[rd_ptr];
        rd_ptr <= rd_ptr + 1;
      end
    end
  end
endmodule
==> flow/run.sh <==
#!/bin/bash
# OpenROAD 26Q1-2900-gdf79404cd8, Yosys 0.63+post, stock flow scripts
make -C /OpenROAD-flow-scripts/flow DESIGN_CONFIG=/design/flow/config.mk WORK_HOME=/design/flow/orfs finish
==> flow/config.mk <==
export PLATFORM = sky130hd
export DESIGN_NAME = synchronous_fifo
export DESIGN_NICKNAME = synchronous_fifo
export VERILOG_FILES = /design/flow/design.v
export SDC_FILE = /design/flow/constraint.sdc
export NUM_CORES = 4
export LEC_CHECK = 1
export CORE_UTILIZATION = 40
==> flow/constraint.sdc <==
current_design synchronous_fifo

set clk_period 7.0
set clk_io_pct 0.2

create_clock -name clk0 -period $clk_period [get_ports {clk}]

set non_clock_inputs [all_inputs -no_clocks]
set_input_delay [expr $clk_period * $clk_io_pct] -clock clk0 $non_clock_inputs
set_output_delay [expr $clk_period * $clk_io_pct] -clock clk0 [all_outputs]
==> results_dict.tcl <==
# collected from the flow reports
set metrics [dict create \
    status "finished, final reports clean" \
    drtAntennaViolNets 0 \
    finalClockSkew_ns 0.00935 \
    grt_max_degree 38 \
    top_cell_area_share_pct 68.5 \
    netlist_area_um2 5960 \
    synth-edff-count 136 \
    slew_headroom_pct 41.4 \
    antenna_found_initial 0 \
    cts_made_buffers 17 \
    warning_count 28 \
    vdd_drop_max_uv 179 \
    hpwlAfterDp_mm 7.04 \
    syn2layout_area_growth_pct 19.3 \
    rsz0062_at_grt "false" \
    logic_family "multiplexers" \
    mux_area_share_pct 14.7 \
    yosysMostFrequentCell "edfxtp_1" \
    ctsHoldBuffers 0 \
    boundaryPins 22 \
    total_power_mw 2.20 \
    post-cts-setup-buffer-count 0 \
    grt_pass1_wl_mm 18.0 \
    clk_pin_slew_worst_paths_ns 0.06 \
    holdPathStages 2 \
    async_flop_share_pct 0 \
    start_kind "flip-flop" \
    synth.avg_cell_area_um2 18.9 \
    num_vias 3054 \
    clock_power_share_pct 46.4 \
    grtUsageTotal_pct 17.8 \
    drive_gt1_share_pct 23.8 \
    yosys_area_um2 5960 \
    p_sw_share_pct 19.9 \
    drc_errors 0 \
    cts_sinks 146 \
    clockBufferDepth 2 \
    power_frac_comb_pct 9.2 \
    yosys.area.top_type "edfxtp_1" \
    critical_path_class "reg2out" \
    slew_violations 0 \
    overflow 0 \
    max_slew.worst_pin.slew_ns 0.878 \
    aoi_share_pct 3.86 \
    setup_viol 0 \
    tns_ns 0 \
    place.gp.congestion 0.853 \
    reg2reg_depth 5 \
    chipArea_um2 15400 \
    simple_gate_share_pct 5.25 \
    seq_power_share_pct 44.4 \
    dr.pass1.iters 4 \
    yosys-top-cells-count "edfxtp_1, mux4_2, a21oi_1" \
    antennaDiodeCount 0 \
    synth_cells 316 \
    die_h_um 124 \
    yosys-top-cells-area "edfxtp_1, mux4_2, dfxtp_1" \
    p_int_mw 1.76 \
    synth_cell_types 38 \
    finalHoldViolCount 0 \
    root_buffer "clkbuf_16" \
    ys_warn_count 2 \
    ys_seq_share_pct 71.8 \
    rows 44 \
    post-route-util_pct 49.0 \
    core_um2 14500 \
    p_sw_mw 0.437 \
    critPathMaxFanout 20 \
    insertion_delay_ns 0.42 \
    fp_util_pct 41.0 \
    fmax_mhz 255 \
    finalClockPeriodUsage_pct 56.1 \
    synth-main-ff-cell "edfxtp_1" \
    stdcell_count 553 \
    h-tree-depth 4 \
    yosys_cells 316 \
    power_density_nw_per_um2 308 \
    critPathCaptureType "primary output" \
    power_leakage_nw 2.26 \
    cp.arrival_ns 2.52 \
    hp-class "reg2reg" \
    max-cap-violations 0 \
    ys_sh_adder_pct 1.05 \
    xor_share_pct 0.881 \
    required_ns 5.60 \
    wl_mm 11.7 \
    drt_iter0_drc 219 \
    cts_tree "yes" \
    cts_resized 0 \
    port_buffers 21 \
    wl_per_cell_um 21.2 \
    vias_per_cell 5.52 \
    ys.flops 146 \
    grt_pass1_vias 3071 \
    layout_min_cycle_time_ns 3.92 \
    dp_cells 521 \
    die-width_um 124 \
]
critical path, cell delays in order (launching register included):
cell	delay, ns
dfxtp_1	0.89
xnor2_1	0.23
nand4_2	0.24
nor2_1	0.25
clkdlybuf4s50_1	0.49
cell families after synthesis:
family,after synthesis
fa+ha+maj,5
buf+inv,24
flops,146
compound gates,32
simple gates,57
mux,46
xor+xnor,6
per-stage QoR:
stage | instance area, um^2 | hold slack (ns) | setup slack (ns)
finish | 7120 | 0.589 | 3.08
global route | 7120 | 0.654 | 2.90
CTS | 7120 | 0.600 | 3.03
detailed placement | 6450 | 0.586 | 3.45
global placement | 6450 | 0.568 | 3.48
floorplan | 5960 | 0.539 | 3.83
power by group through the flow:
stage | Sequential [mW] | Clock (mW) | Combinational [mW]
6_report | 0.975 | 1.02 | 0.202
5_1_grt | 0.976 | 1.07 | 0.222
4_1_cts | 0.975 | 1.04 | 0.206
state kept, by name (all words and copies together) (netlist names):
register	cells
dout	8
mem	128
rd_ptr	5
wr_ptr	5
cell type report:
| type | count | area, um^2 |
|---|---|---|
| Tap cell | 184 | 230 |
| Inverter | 5 | 18.8 |
| Fill cell | 1177 | 7420 |
| Timing Repair Buffer | 40 | 353 |
| Clock inverter | 15 | 243 |
| Sequential cell | 146 | 4290 |
| Multi-Input combinational cell | 146 | 1560 |
| Clock buffer | 17 | 425 |
cell usage in the layout (no fill, tap or decap), drive strengths merged, types with 5 or more instances in the layout:
cell and n:
edfxtp 136, mux4 32, clkdlybuf4s50 21, buf 19, clkbuf 17, a21oi 13
nor2b 12, dfxtp 10, a211oi 10, mux2i 9, nor2 9, nand2 9
nor3 9, clkinv 8, nor4 8, bufinv 7, inv 5, xnor2 5
ha 5, nand4 5, mux2 5
worst paths after layout:
kind                                 from    endpoint  slack [ns]
worst max-delay path            rd_ptr[3]        full        3.08
worst min-delay path            rd_ptr[4]   rd_ptr[4]        0.59
worst max register to register  rd_ptr[3]  mem[10][7]        4.34
worst min register to register  rd_ptr[4]   rd_ptr[4]        0.59
layer usage:
layer	routed length, um	track usage (%)	vias up	share of wire [%]
met3	827	7.15	20	7.1
met2	5470	25.1	101	47
met5	0	0	-	0
li1	-	-	1379	-
met4	296	3.87	0	2.5
met1	5130	28.8	1554	44
Power is estimated from default activity; no workload was simulated.
