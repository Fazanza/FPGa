--- /design/flow/run.sh ---
#!/bin/bash
# OpenROAD 26Q1-2900-gdf79404cd8, Yosys 0.63+post, stock flow scripts
make -C /OpenROAD-flow-scripts/flow DESIGN_CONFIG=/design/flow/config.mk WORK_HOME=/design/flow/orfs finish
--- /design/flow/config.mk ---
export PLATFORM = sky130hd
export DESIGN_NAME = modulo_5
export DESIGN_NICKNAME = modulo_5
export VERILOG_FILES = /design/flow/design.v
export SDC_FILE = /design/flow/constraint.sdc
export NUM_CORES = 4
export LEC_CHECK = 1
export CORE_AREA = 10 10 70 70
export DIE_AREA = 0 0 80 80
--- /design/flow/constraint.sdc ---
current_design modulo_5

set clk_period 2.2
set clk_io_pct 0.2

create_clock -name clk0 -period $clk_period [get_ports {clk}]

set non_clock_inputs [all_inputs -no_clocks]
set_input_delay [expr $clk_period * $clk_io_pct] -clock clk0 $non_clock_inputs
set_output_delay [expr $clk_period * $clk_io_pct] -clock clk0 [all_outputs]
--- /design/flow/design.v ---
module modulo_5 (
  input clk,
  input reset,
  input val_i,
  output logic [2:0] mod
);
  logic [2:0] curState;
  logic [2:0] nextState;
  assign mod = !reset ? 0 : curState;
  always_comb begin
    case (curState)
      0: nextState = val_i ? 1 : 0;
      1: nextState = val_i ? 3 : 2;
      2: nextState = val_i ? 0 : 4;
      3: nextState = val_i ? 2 : 1;
      4: nextState = val_i ? 4 : 3;
      default : nextState = 0;
    endcase
  end
  always_ff @(posedge clk) begin
    if (!reset) begin
      curState <= 0;
    end else begin
      curState <= nextState;
    end
  end
endmodule
==> impl_metrics.xml <==
<?xml version="1.0" encoding="UTF-8"?>
<metrics>
  <group name="clocking">
    <metric name="clock_tree_sinks" unit="">3</metric>
    <metric name="clk_latency" unit="ns">0.23</metric>
    <metric name="clk_pin_slew" unit="ns">0.04</metric>
    <metric name="ctsLongestPathBuffers" unit="">2</metric>
    <metric name="ctsHtreeMaxLevel" unit="">1</metric>
    <metric name="post_cts_resized" unit="">0</metric>
    <metric name="cts_post_setup_buffers_inserted" unit="">0</metric>
    <metric name="clock_tree.root_cell" unit="">clkbuf_4</metric>
    <metric name="tritoncts" unit="">done</metric>
    <metric name="numCtsBuffers" unit="">3</metric>
    <metric name="post_cts_hold_buffer_count" unit="">0</metric>
  </group>
  <group name="logic_synthesis">
    <metric name="yosys_cells" unit="">17</metric>
    <metric name="count_of_distinct_cell_types_in_the_synthesized_netlist" unit="">10</metric>
    <metric name="syn-instance-count" unit="">17</metric>
    <metric name="yosys-stat-area" unit="sq um">169</metric>
    <metric name="syn-cell-area" unit="sq um">169</metric>
    <metric name="synth_flop_count" unit="">3</metric>
    <metric name="yosys_warnings" unit="">1</metric>
    <metric name="yosysSeqAreaShare" unit="%">35.6</metric>
    <metric name="syn_avg_cell_area" unit="sq um">9.94</metric>
  </group>
  <group name="final_timing">
    <metric name="finalClockSkew" unit="ns">0.000149</metric>
    <metric name="timing.slew.headroom" unit="%">86.6</metric>
    <metric name="fmaxAchievable" unit="MHz">489</metric>
    <metric name="final_hold_viol_count" unit="">0</metric>
    <metric name="finalCriticalPeriod" unit="ns">2.04</metric>
    <metric name="grt_setup_unrepaired" unit="">false</metric>
    <metric name="worstMarginPinSlew" unit="ns">0.201</metric>
    <metric name="setup_total_negative_slack" unit="ns">0</metric>
    <metric name="hold_slack" unit="ns">0.514</metric>
    <metric name="finalCritPeriodShare" unit="%">92.9</metric>
    <metric name="timing.final.max_slew_violations" unit="">0</metric>
    <metric name="setup_viol_count_final" unit="">0</metric>
  </group>
  <group name="power_and_ir_drop">
    <metric name="switching_power" unit="uW">35.6</metric>
    <metric name="cellInternalPower" unit="uW">137</metric>
    <metric name="power.density" unit="nW/um^2">569</metric>
    <metric name="power.share.switching" unit="%">20.7</metric>
    <metric name="total_leakage_power" unit="uW">0.0000921</metric>
    <metric name="p_comb_share" unit="%">9.7</metric>
    <metric name="fin_total_pwr" unit="uW">172</metric>
    <metric name="power.clock.fraction" unit="%">55.1</metric>
    <metric name="share_seq_of_total_power" unit="%">35.2</metric>
    <metric name="worst_ir_drop_on_vdd" unit="mV">0.0665</metric>
  </group>
  <group name="finish">
    <metric name="largest_reg_flops" unit="">3</metric>
    <metric name="number_of_non_filler_instances_in_the_completed_layout" unit="">72</metric>
    <metric name="area_growth_syn_to_layout" unit="%">79.3</metric>
    <metric name="regs_by_ff_count" unit="">curState (3)</metric>
    <metric name="proportion_of_layout_cells_with_a_drive_suffix_above_1" unit="%">23.1</metric>
    <metric name="largest-register" unit="">curState</metric>
  </group>
  <group name="global_routing">
    <metric name="number_of_antenna_violations_at_the_first_check_in_global_routing" unit="">0</metric>
    <metric name="grt.total_usage" unit="%">1.39</metric>
    <metric name="grt_overflow_total" unit="">0</metric>
    <metric name="global_route_wire_length_before_repair" unit="microns">676</metric>
    <metric name="grt_start_max_net_pins" unit="">7</metric>
    <metric name="first_global_vias" unit="">157</metric>
  </group>
  <group name="worst_hold_path">
    <metric name="hold_path_depth" unit="">1</metric>
    <metric name="hold_path.class" unit="">reg -&gt; reg</metric>
  </group>
  <group name="critical_path">
    <metric name="critical_path_class" unit="">in -&gt; out</metric>
    <metric name="crit_path_top_delay_cell" unit="">clkdlybuf4s50_1</metric>
    <metric name="ff2ff_path_depth" unit="">3</metric>
    <metric name="path_cells" unit="">clkdlybuf4s50_1, and2_2, clkdlybuf4s50_1</metric>
    <metric name="register_to_register_setup_slack" unit="ns">1.14</metric>
    <metric name="critPathRequiredTime" unit="ns">1.76</metric>
    <metric name="cp_common_cell" unit="">clkdlybuf4s50_1</metric>
    <metric name="critPathCaptureType" unit="">primary output</metric>
    <metric name="cp.arrival" unit="ns">1.60</metric>
    <metric name="timing.critical_path.slowest_cell_delay" unit="ns">0.55</metric>
    <metric name="worstPathMaxFanout" unit="">6</metric>
    <metric name="critical_path_startpoint_category" unit="">input port</metric>
  </group>
  <group name="route">
    <metric name="postRouteWirelength" unit="microns">415</metric>
    <metric name="detail_route.antenna_diodes" unit="">0</metric>
    <metric name="detail_route.vias_per_cell" unit="">2.03</metric>
    <metric name="number_of_remaining_drc_errors" unit="">0</metric>
    <metric name="route.vias.total" unit="">146</metric>
    <metric name="drtPass1Iterations" unit="">2</metric>
    <metric name="iteration_0_drc_markers" unit="">9</metric>
    <metric name="routed_wire_length_per_instance" unit="microns">5.76</metric>
    <metric name="drtAntennaViolNets" unit="">0</metric>
  </group>
  <group name="flow_run">
    <metric name="warning_count" unit="">25</metric>
    <metric name="timing.max_cap.violations" unit="">0</metric>
  </group>
  <group name="die">
    <metric name="floorplan.initialDensity" unit="%">4.95</metric>
    <metric name="ios" unit="">6</metric>
    <metric name="fp.dieW" unit="microns">80</metric>
    <metric name="dieHeight" unit="microns">80</metric>
    <metric name="dieArea" unit="sq um">6400</metric>
    <metric name="row_count" unit="">21</metric>
    <metric name="core" unit="sq um">3420</metric>
  </group>
  <group name="place">
    <metric name="dpl.hpwl" unit="microns">298</metric>
    <metric name="routabilityCongestion" unit="">0.714</metric>
    <metric name="dpl.cell_count" unit="">68</metric>
    <metric name="portBuffers" unit="">5</metric>
  </group>
  <group name="outcome">
    <metric name="status" unit="">complete, no violations</metric>
  </group>
</metrics>
-- final cells by class --
class | count | area [sq um]
repair buffers | 5 | 50.0
flip-flops and latches | 3 | 60.1
well taps | 46 | 57.6
fillers | 403 | 3110
clock buffers | 4 | 26.3
multi-input cells | 14 | 109
-- per-layer routing --
layer | vias to the layer above | track usage (%) | wire length [microns]
li1 | 79 | - | -
met1 | 59 | 1.59 | 215
met2 | 8 | 1.36 | 129
met3 | 0 | 1.70 | 69
met4 | 0 | 0.704 | 0
met5 | - | 0 | 0
-- cell usage after synthesis (all sizes together) --
master | n | area [sq um]
o31a | 1 | 8.76
and4bb | 1 | 12.5
o21a | 1 | 7.51
nor3b | 5 | 42.5
and2 | 3 | 20.0
nor2b | 2 | 12.5
a21oi | 1 | 5.00
dfxtp | 3 | 60.1
-- power groups by stage --
stage         logic, uW  registers [uW]  clock network (uW)
CTS                16.9            60.4                 103
global route       18.6            61.1                 105
finish             16.7            60.6                94.9
-- critical path, delay by kind of cell --
family,cells,cell delay [ns]
buffers and inverters,2,1.00
and+or+nand+nor,1,0.16
-- path summary, 6_finish.rpt --
kind / start / end
worst max-delay path: reset / mod[2]
worst min-delay path: curState[0] / curState[2]
worst max register to register: curState[2] / curState[0]
worst min register to register: curState[0] / curState[2]
-- cell usage in the layout, fill, tap and decap left out --
cell	count
and4bb_2	1
and2_1	2
clkbuf_4	3
nor2b_1	2
nor3b_2	1
nor3b_1	4
and2_2	1
o21a_1	1
o31a_1	1
a21oi_1	1
clkbuf_1	1
dfxtp_1	3
clkdlybuf4s50_1	5
-- cells by family (layout without fill, tap and decap cells) --
family | after synthesis | after routing | synth area share (%)
simple gates | 11 | 11 | 51.8
compound gates | 3 | 3 | 12.6
flops | 3 | 3 | 35.6
buf+inv | 0 | 9 | 0
-- metrics by stage --
step | utilization, % | setup WS (ns) | instance area, sq um
2_1_floorplan | - | 1.17 | 169
3_3_place_gp | 8.10 | 0.168 | 277
3_5_place_dp | 8.10 | 0.159 | 277
4_1_cts | 8.86 | 0.156 | 303
5_1_grt | 8.86 | 0.0936 | 303
6_report | 8.86 | 0.155 | 303
Power figures rest on the tool's default switching activity, not on a simulated workload.
